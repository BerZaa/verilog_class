===== flow/design.v =====
module divider (
    input  wire clk     ,
    input  wire rst_n   ,
    output wire clk_1KHz
);
    parameter CNT_MAX = 50_000;
    reg [29 :0] cnt;
    always @(posedge clk, negedge rst_n) begin
        if(!rst_n) begin
            cnt <= 30'd0;
        end
        else if(cnt == CNT_MAX - 30'd1) begin
            cnt <= 30'd0;
        end
        else begin
            cnt <= cnt + 30'd1;
        end
    end
    assign clk_1KHz = (cnt < (CNT_MAX / 2)) ? 1'b0 : 1'b1;
endmodule
module edge_detect (
    input  wire clk         ,
    input  wire rst_n       ,
    input  wire signal      ,
    output wire key_signal  
);
    reg [1 : 0] ff_q;
    always @(posedge clk, negedge rst_n) begin
        if(!rst_n) begin
            ff_q <= 2'b11;
        end
        else begin
            ff_q <= {ff_q[0], signal};
        end
    end
    assign key_signal = ff_q[0] & (!ff_q[1]);
endmodule
module exp8_top (
    input  wire         clk         ,
    input  wire         rst_n       ,
    input  wire         key         ,
    input  wire         sw          ,
    output wire         led         ,
    output wire [3 : 0] state_count
);
    wire clk_1KHz;
    wire key_stable_temp, key_stable;
    divider divider_inst (
        .clk            (clk),
        .rst_n          (rst_n),
        .clk_1KHz       (clk_1KHz)
    );
    edge_detect edge_detect_inst (
        .clk            (clk),
        .rst_n          (rst_n),
        .signal         (key_stable_temp),
        .key_signal     (key_stable) 
    );
    key_filter key_filter_inst (
        .clk            (clk_1KHz),
        .rst_n          (rst_n),
        .key            (key),
        .key_stable     (key_stable_temp)   
    );
    queue_detect queue_detect_inst(
        .clk            (clk),
        .rst_n          (rst_n),
        .key_p          (key_stable),
        .sw             (sw),
        .led            (led),
        .state_count    (state_count)    
    );
endmodule
module key_filter (
    input  wire clk         ,
    input  wire rst_n       ,
    input  wire key         ,
    output wire key_stable  
);
    reg [19 : 0]ff_q;
    always @(posedge clk, negedge rst_n) begin
        if(!rst_n) begin
            ff_q <= 20'b11111_11111_11111_11111;
        end
        else begin
            ff_q <= {ff_q[18 : 0], key};
        end
    end
    assign key_stable = ~(|ff_q);
endmodule
module queue_detect (
    input  wire         clk             ,
    input  wire         rst_n           ,
    input  wire         key_p           ,
    input  wire         sw              ,
    output reg          led             ,
    output wire [3 : 0] state_count
);
    parameter   IDLE    = 4'b0000,
                STATE_0 = 4'b0001,
                STATE_1 = 4'b0010,
                STATE_2 = 4'b0100,
                STATE_3 = 4'b1000;
    reg [3 : 0] state;
    always @(posedge clk, negedge rst_n) begin
        if(!rst_n) begin
            state <= IDLE;
            led   <= 1'b0;
        end
        else begin
            case (state)
                IDLE : 
                    if(key_p) begin
                        if(sw == 1'b1) begin
                            state <= STATE_0;
                            led   <= 1'b0;
                        end
                        else begin
                            state <= IDLE;
                        end
                    end
                    else begin
                        state <= state;
                    end
                STATE_0 : 
                    if(key_p) begin
                        if(sw == 1'b1) begin
                            state <= STATE_1;
							led   <= 1'b0;
                        end
                        else begin
                            state <= STATE_0;
                        end
                    end
                    else begin
                        state <= state;
                    end
                STATE_1 :
                    if(key_p) begin
                        if(sw == 1'b0) begin
                            state <= STATE_2;
							led   <= 1'b0;
                        end
                        else begin
                            state <= STATE_1;
                        end
                    end
                    else begin
                        state <= STATE_1;
                    end
                STATE_2 :
                    if(key_p) begin
                        if(sw == 1'b1) begin
                            state <= STATE_3;
							led   <= 1'b1;
                        end
                        else begin
                            state <= IDLE;
                        end
                    end
                    else begin
                        state <= state;
                    end
                STATE_3 :
                    if(key_p) begin
                        if(sw == 1'b1) begin
                            state <= STATE_0;
							led   <= 1'b0;
                        end
                        else begin
                            state <= IDLE;
                        end
                    end
                    else begin
                        state <= state;  
                    end              
                default :  state <= IDLE;
            endcase
        end
    end
    assign state_count = state;
endmodule

===== flow/run.sh =====
#!/bin/bash
# OpenROAD 26Q1-2900-gdf79404cd8, Yosys 0.63+post, stock flow scripts
make -C /OpenROAD-flow-scripts/flow DESIGN_CONFIG=/design/flow/config.mk WORK_HOME=/design/flow/orfs finish

===== flow/config.mk =====
export PLATFORM = sky130hd
export DESIGN_NAME = exp8_top
export DESIGN_NICKNAME = exp8_top
export VERILOG_FILES = /design/flow/design.v
export SDC_FILE = /design/flow/constraint.sdc
export NUM_CORES = 4
export LEC_CHECK = 1
export CORE_UTILIZATION = 40

===== flow/constraint.sdc =====
current_design exp8_top

set clk_period 4.1
set clk_io_pct 0.2

create_clock -name clk0 -period $clk_period [get_ports {clk}]

set non_clock_inputs [all_inputs -no_clocks]
set_input_delay [expr $clk_period * $clk_io_pct] -clock clk0 $non_clock_inputs
set_output_delay [expr $clk_period * $clk_io_pct] -clock clk0 [all_outputs]

==> reports/qor.yml <==
run_status:
  outcome: "finished clean"
placement:
  place_inst: 277
  dp_hpwl_mm: 2.534
  port_buffers: 8
  gp_congestion: 0.8485
die:
  initial_core_util: 0.4266
  rows: 27
  dieWidth_um: 79.80
  die_area_sq_um: 6368
  core_sq_um: 5675
  die_h_um: 79.80
  num_io_pins: 9
logic_synthesis:
  ys_dominant_reg_cell: "dfrtp_1"
  ys_sh_aoi: 0.02739
  avgSynthCellArea_sq_um: 11.87
  synth_top_cell_by_area: "dfrtp_1"
  netlist_area_sq_um: 2421
  yosys_cells: 204
  syn_inst: 204
  synthXorXnorAreaFrac: 0.1013
  ys_area_sq_um: 2421
  synthArstFlopShare: 1.000
  yosys.cell_count.top_type: "dfrtp_1"
  muxShareOfSynthArea: 0.004651
  synthSimpleGateAreaFrac: 0.2372
  top_cells_by_area: "dfrtp_1 (36%), dfstp_2 (24%), xnor2_1 (7.6%)"
  synthTopCellsByCount: "dfrtp_1 (35), dfstp_2 (22), xnor2_1 (21)"
  netlist.area_leader.share: 0.3618
  ys_seq_frac: 0.6005
  topCombFamilyByArea: "simple AND/OR/NAND/NOR gates"
  ys_warn_count: 4
  ys_types: 32
  ys_ff: 57
  synth_adder_area_share: 0.009302
  edf_count: 0
route:
  wl_per_cell_um: 13.27
  wirelength_mm: 3.782
  drt_iter0_markers: 88
  vias_per_cell: 5.207
  drc: 0
  drt-pass1-iter-count: 4
  antenna_cells: 0
  vias: 1484
  ant_nets: 0
timing:
  fmax_mhz: 469.1
  fin_crit_ps: 2132
  finalHoldViolations: 0
  tns_ps: 0
  finalSetupViolCount: 0
  final-max-slew-violation-count: 0
  unclocked_pins: 20
  untimed_endpoints: 21
  tightest_slew_ps: 629.0
  rsz0062_at_grt: "false"
  max-slew-margin-rel: 0.5807
  fin_crit_sh: 0.5199
  clock_skew_ps: 10.25
  hold_ws_ps: 376.8
critical_path:
  regToRegStartpoint: "divider_inst.cnt[0]"
  r2r-end: "divider_inst.cnt[16]"
  cp.required_ps: 3280
  worst_setup_path_end_kind: "output pin"
  endpoint: "state_count[0]"
  path_delay_family: "buffers and inverters"
  cpPeakStageDelay_ps: 520
  critPathLaunchType: "flop"
  rrSetupSlack_ps: 2270
  critPathKind: "reg2out"
  cp_cell_sequence: "clkdlybuf4s50_1"
  cp.arrival_ps: 1310
  crit_start: "queue_detect_inst.state[0]"
  crit_slowest_cell: "clkdlybuf4s50_1"
  r2r_cells: 5
  critPathMaxFanout: 10
  cp.depth: 1
  worst-path-buf-inv: 1
global_routing:
  grt_pass1_wl_mm: 6.824
  grt_pass1_vias: 1453
  grt_overflow_total: 0
  grt_max_degree: 35
  grt_usage: 0.1387
  grt_antenna_before_repair: 0
cells_and_area:
  final_cells: 285
  drive_gt1_frac: 0.1784
  area_delta_synth_final_pct: 10.75
job:
  max_cap_viol_count: 0
  warnings: 25
clocking:
  cts.clk_slew.worst_paths_ps: 70
  cts_resized: 0
  cts_root_buffer: "clkbuf_8"
  cts_max_path_buffers: 2
  cts_buffers: 5
  cts_max_level: 2
  insertion_delay_ps: 290
  postCtsSetupRepairBufs: 0
  cts_tree: "yes"
  cts_hold_buf: 0
power_and_ir_drop:
  combPwrFrac: 0.022
  p_seq_frac: 0.516
  power.share.switching: 0.2011
  p_per_area_nw_per_um2: 265.1
  irDropWorstVdd_v: 0.0002376
  p_switching_uw: 142.9
  p_int_uw: 568.0
  p_leak_uw: 0.001141
  clkPwrFrac: 0.462
min_path:
  hold_path_class: "reg2reg"
-- area by class of cell --
cell class | instances | area (sq um)
Clock buffer | 6 | 82.58
Clock inverter | 2 | 37.54
Fill cell | 527 | 2994
Inverter | 4 | 15.01
Multi-Input combinational cell | 135 | 919.6
Sequential cell | 57 | 1454
Tap cell | 72 | 90.09
Timing Repair Buffer | 9 | 82.58
-- state kept, by name, indices dropped and copies added (netlist names) --
signal / count
queue_detect_inst.state: 4
edge_detect_inst.ff_q: 2
queue_detect_inst.led: 1
divider_inst.cnt: 30
key_filter_inst.ff_q: 20
-- per-stage QoR --
stage	instance area [sq um]	utilization	setup WS [ps]	power (uW)
after floorplan	2421	-	2479	375.3
after global placement	2561	0.4513	2078	390.2
after detailed placement	2561	0.4513	2069	390.3
after CTS	2681	0.4724	1951	724.4
after global routing	2681	0.4724	1873	744.0
final	2681	0.4724	1968	710.9
-- cell families (layout without fill, tap and decap cells) --
| logic type | Yosys count | count (layout) |
|---|---|---|
| xor gates and xnor gates | 28 | 28 |
| DFF | 57 | 57 |
| and+or+nand+nor | 94 | 94 |
| buffers and inverters | 12 | 21 |
| muxes | 1 | 1 |
| AOI/OAI and AO/OA | 10 | 10 |
| adders and majority gates | 2 | 2 |
-- power groups by stage --
stage / sequential [uW] / combinational (uW) / clock, uW
after CTS: 366 / 16.6 / 341
after global routing: 366 / 18.8 / 359
final: 367 / 15.6 / 329
-- how the worst min path moves through the flow --
stage,start,end,depth (start not counted)
finish,edge_detect_inst.ff_q[0],edge_detect_inst.ff_q[1],0
global route,edge_detect_inst.ff_q[0],edge_detect_inst.ff_q[1],0
CTS,edge_detect_inst.ff_q[0],edge_detect_inst.ff_q[1],0
-- layout by cell type (no fill, tap or decap) --
cell | netlist | routed
a211oi_1 | 1 | 1
a21oi_1 | 3 | 3
a311o_1 | 1 | 1
a31oi_1 | 1 | 1
and2_1 | 1 | 1
and3_1 | 3 | 3
and4_1 | 1 | 1
buf_2 | 2 | 1
buf_4 | 0 | 1
bufinv_16 | 0 | 1
clkbuf_8 | 0 | 6
clkdlybuf4s50_1 | 0 | 7
clkinvlp_4 | 0 | 1
dfrtp_1 | 35 | 35
dfstp_2 | 22 | 22
ha_1 | 1 | 1
inv_1 | 4 | 4
maj3_1 | 1 | 1
mux2_2 | 1 | 1
nand2_1 | 11 | 11
nand2b_1 | 2 | 2
nand3_1 | 13 | 13
nand4_1 | 14 | 14
nand4_4 | 2 | 2
nor2_1 | 18 | 18
nor2b_1 | 3 | 3
nor3_1 | 7 | 7
nor3b_1 | 3 | 3
nor4_1 | 12 | 12
nor4_4 | 3 | 3
o21ai_0 | 2 | 2
o221ai_1 | 1 | 1
o41ai_1 | 1 | 1
or3b_1 | 1 | 1
xnor2_1 | 21 | 21
xor2_1 | 7 | 7
-- per-layer routing --
metal,track usage,wire (um),vias to the layer above
met1,0.2378,2056,722
met2,0.1915,1532,20
li1,-,-,737
met4,0.01607,39,0
met5,0,0,-
met3,0.03248,153,5
Power is estimated from default activity; no workload was simulated.
